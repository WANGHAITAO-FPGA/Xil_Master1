## run.sh

```bash
#!/bin/bash
# OpenROAD 26Q1-2900-gdf79404cd8, Yosys 0.63+post, stock flow scripts
make -C /OpenROAD-flow-scripts/flow DESIGN_CONFIG=/design/flow/config.mk WORK_HOME=/design/flow/orfs finish
```

## constraint.sdc

```tcl
current_design AD7606_DATA

set clk_period 5.8
set clk_io_pct 0.2

create_clock -name clk0 -period $clk_period [get_ports {clk}]

set non_clock_inputs [all_inputs -no_clocks]
set_input_delay [expr $clk_period * $clk_io_pct] -clock clk0 $non_clock_inputs
set_output_delay [expr $clk_period * $clk_io_pct] -clock clk0 [all_outputs]
```

## config.mk

```make
export PLATFORM = sky130hd
export DESIGN_NAME = AD7606_DATA
export DESIGN_NICKNAME = AD7606_DATA
export VERILOG_FILES = /design/flow/design.v
export SDC_FILE = /design/flow/constraint.sdc
export NUM_CORES = 4
export LEC_CHECK = 1
export CORE_UTILIZATION = 30
```

## design.v

```verilog
`timescale 1ns / 1ps
`timescale 1ns / 1ns
module AD7606_DATA(
    (*keep = "true"*) input      wire        		clk,                   
	(*keep = "true"*) input      wire             reset,
    (*keep = "true"*) input      wire             sample_en,
	(*keep = "true"*) input      wire[15:0] 		ad_data,             
	(*keep = "true"*) input      wire        		ad_busy,             
    (*keep = "true"*) input      wire        		first_data,          
	(*keep = "true"*) output     wire[2:0] 		ad_os,               
	(*keep = "true"*) output     reg     		    ad_cs,               
	(*keep = "true"*) output     reg    	    	ad_rd,               
	(*keep = "true"*) output     reg 		        ad_reset,            
	(*keep = "true"*) output     reg     		    ad_convsta,          
	(*keep = "true"*) output     reg     		    ad_convstb,          
	(*keep = "true"*) output     wire             ad_range,
	(*keep = "true"*) output     reg[15:0]        ad_ch1_o,
	(*keep = "true"*) output     reg[15:0]        ad_ch2_o,
	(*keep = "true"*) output     reg[15:0]        ad_ch3_o,
	(*keep = "true"*) output     reg[15:0]        ad_ch4_o,
	(*keep = "true"*) output     reg[15:0]        ad_ch5_o,
	(*keep = "true"*) output     reg[15:0]        ad_ch6_o,
	(*keep = "true"*) output     reg[15:0]        ad_ch7_o,
	(*keep = "true"*) output     reg[15:0]        ad_ch8_o,
	(*keep = "true"*) output     reg              ad_data_valid_o
);
reg [9:0] cnt;
reg [7:0] i;
reg [15:0] cnt5us;
reg [7:0] ad_state;
assign ad_os=3'b000;   
assign ad_range = 1'b1;  
reg     clk_out;
reg[3:0] clk_dvidecnt;
always @ ( posedge clk or posedge reset )
begin
  if(reset)begin
	  clk_dvidecnt <= 0;
	  clk_out <= 0;
  end else begin
	  if(clk_dvidecnt == 4'd1)begin
		  clk_dvidecnt <= 0;
		  clk_out <= ~clk_out;
	  end else begin
		   clk_dvidecnt <= clk_dvidecnt + 1'b1;
	  end
  end
end
always@(posedge clk_out)
begin        
  if(reset)   
      ad_reset<=1'b0;            
  if(cnt<10'h3ff)
  begin
      cnt<=cnt+1'b1;
      ad_reset<=1'b1;
  end
  else
      ad_reset<=1'b0;   
end            
always@ (posedge clk_out)    
begin
  if(reset)
      cnt5us <= 16'd0;
  if((cnt5us < 16'd249)&&(cnt==10'h3ff))
      cnt5us <= cnt5us + 1'b1;
  else
      cnt5us <= 16'd0;
end
always @(posedge clk_out) 
begin
  if(reset)
  begin
      ad_cs<=1'b1;
      ad_rd<=1'b1; 
      ad_convsta<=1'b1;   
      ad_convstb<=1'b1;   
      i<=8'd0;   
      ad_ch1_o<=16'd0;
      ad_ch2_o<=16'd0;
      ad_ch3_o<=16'd0;
      ad_ch4_o<=16'd0;
      ad_ch5_o<=16'd0;
      ad_ch6_o<=16'd0;
      ad_ch7_o<=16'd0;
      ad_ch8_o<=16'd0;
      ad_data_valid_o <= 1'b0;
      ad_state<=8'd0; 
  end
  else if(ad_reset)
  begin
      ad_cs<=1'b1;
      ad_rd<=1'b1; 
      ad_convsta<=1'b1;   
      ad_convstb<=1'b1;   
      i<=8'd0;   
      ad_state<=8'd0; 
  end
  else        
  begin
    case(ad_state)
    8'd0: begin
        if(sample_en) ad_state <= 8'd1;
        else ad_state <= 8'd0;
    end
	8'd1: begin
        ad_cs<=1'b1;
        ad_rd<=1'b1; 
        ad_convsta<=1'b1;
        ad_convstb<=1'b1;
        ad_data_valid_o <= 1'b0;    
        ad_state <= 8'd2;
	end	  
	8'd2: begin
        if(i == 8'd5)            
        begin
            i<=8'd0;             
            ad_state<=8'd3;
        end
        else 
        begin    
            ad_state<=8'd2;      
            i<=i+1'b1;
        end
    end                
    8'd3: begin       
        if(i==8'd2)     
        begin                         
            i<=8'd0;             
            ad_convsta<=1'b1;
            ad_convstb<=1'b1;
            ad_state<=8'd4;                                          
        end
        else 
        begin
            i<=i+1'b1;
            ad_convsta<=1'b0;
            ad_convstb<=1'b0;                      
            ad_state<=8'd3;
        end
    end                
    8'd4: begin            
        if(i==8'd5) 
        begin                            
            i<=8'd0;
            ad_state<=8'd5;
        end
        else 
        begin
            i<=i+1'b1;
            ad_state<=8'd4;
        end
    end  
    8'd5: begin            
        if(!ad_busy) 
        begin                     
            ad_state<=8'd6;
        end
        else
            ad_state<=8'd5;
    end                 
    8'd6: begin 
        ad_cs<=1'b0;                               
        ad_rd<=1'b0;                       
        ad_state<=8'd7;  
     end    
    8'd7: begin            
        ad_state<=8'd8;
    end
    8'd8: begin  
        if(first_data)                       
            ad_state<=8'd9;
        else
            ad_state<=8'd8;    
     end
    8'd9: begin
        if(i==8'd1)
        begin 
            ad_rd<=1'b1;
            ad_ch1_o<=ad_data;                         
            i<=8'd0;
            ad_state<=8'd10;                 
        end
        else 
        begin  
            i<=i+1'b1;
            ad_state<=8'd9; 
        end
    end
    8'd10: begin
        if(i==8'd1)
        begin
            ad_rd<=1'b0;              
            i<=8'd0;
            ad_state<=8'd11;                 
        end
        else 
        begin  
            i<=i+1'b1;
            ad_state<=8'd10; 
        end
    end      
    8'd11: begin 
        if(i==8'd1)
        begin
            ad_rd<=1'b1;
            ad_ch2_o<=ad_data;                         
            i<=8'd0;
            ad_state<=8'd12;                 
        end
        else 
        begin
            i<=i+1'b1;
            ad_state<=8'd11;
        end
    end
    8'd12: begin 
        if(i==8'd1) 
         begin
             ad_rd<=1'b0;
             i<=8'd0;
             ad_state<=8'd13;                 
         end
         else 
         begin                           
             i<=i+1'b1;
             ad_state<=8'd12;  
         end
    end       
    8'd13: begin 
        if(i==8'd1)
        begin
            ad_rd<=1'b1;
            ad_ch3_o<=ad_data;                         
            i<=8'd0;
            ad_state<=8'd14;                 
        end
        else 
        begin    
            i<=i+1'b1;
            ad_state<=8'd13;
        end
    end
    8'd14: begin 
        if(i==8'd1)
        begin
            ad_rd<=1'b0;
            i<=8'd0;
            ad_state<=8'd15;                 
        end
        else 
        begin                                 
            i<=i+1'b1;
            ad_state<=8'd14;
        end
    end 
    8'd15: begin 
        if(i==8'd1) 
        begin
            ad_rd<=1'b1;
            ad_ch4_o<=ad_data;                         
            i<=8'd0;
            ad_state<=8'd16;                 
        end
        else 
        begin
            i<=i+1'b1;
            ad_state<=8'd15;
        end
    end
    8'd16: begin 
        if(i==8'd1) 
        begin
            ad_rd<=1'b0;
            i<=8'd0;
            ad_state<=8'd17;                 
        end
        else 
        begin                           
            i<=i+1'b1;
            ad_state<=8'd16; 
        end
    end   
    8'd17: begin 
        if(i==8'd1) 
        begin
            ad_rd<=1'b1;
            ad_ch5_o<=ad_data;                         
            i<=8'd0;
            ad_state<=8'd18;                 
        end
        else 
        begin
            i<=i+1'b1;
            ad_state<=8'd17;
        end
    end
    8'd18: begin 
        if(i==8'd1) 
        begin
            ad_rd<=1'b0;
            i<=8'd0;
            ad_state<=8'd19;                 
        end
        else 
        begin                            
            i<=i+1'b1;
            ad_state<=8'd18; 
        end
    end   
    8'd19: begin 
        if(i==8'd1) 
        begin
            ad_rd<=1'b1;
            ad_ch6_o<=ad_data;                         
            i<=8'd0;
            ad_state<=8'd20;                 
        end
        else
        begin
            i<=i+1'b1;
            ad_state<=8'd19;
        end
    end
    8'd20: begin 
        if(i==8'd1) 
        begin
            ad_rd<=1'b0;
            i<=8'd0;
            ad_state<=8'd21;                 
        end
        else
        begin                          
            i<=i+1'b1;
            ad_state<=8'd20;
        end
    end   
    8'd21: begin 
        if(i==8'd1) 
        begin
            ad_rd<=1'b1;
            ad_ch7_o<=ad_data;                         
            i<=8'd0;
            ad_state<=8'd22;                 
        end
        else
        begin
            i<=i+1'b1;
            ad_state<=8'd21;    
        end
    end
    8'd22: begin 
        if(i==8'd1) 
        begin 
            ad_rd<=1'b0;
            i<=8'd0;
            ad_state<=8'd23;                 
        end
        else
        begin                           
            i<=i+1'b1;
            ad_state<=8'd22;
        end
    end    
    8'd23: begin 
        if(i==8'd1) 
        begin
            ad_rd<=1'b1;
            ad_ch8_o<=ad_data;                         
            i<=8'd0;
            ad_state<=8'd24;                 
        end
        else 
        begin
            i<=i+1'b1;
            ad_state<=8'd23;    
        end
    end
    8'd24: begin 
        if(i==8'd1) 
        begin
            ad_data_valid_o <= 1'b1;
            ad_rd<=1'b1;                                           
            i<=8'd0;
            ad_state<=8'd25;                 
        end
        else 
        begin                   
            i<=i+1'b1;
            ad_state<=8'd24;    
        end
    end
    8'd25: begin                                  
        ad_rd<=1'b1;     
        ad_cs<=1'b1;
        ad_data_valid_o <= 1'b0;
        if(cnt5us == 16'd249)                      
           ad_state<=8'h1;
        else
           ad_state<=8'd25;
    end  
    default:    ad_state<=8'd0;
    endcase    
    end               
end          
endmodule
```

==> impl_metrics.env <==
# implementation run metrics
export IMPL_hold_buffers=0
export IMPL_drt_drc_violations_left=0
export IMPL_grt_max_degree=96
export IMPL_antenna_found_initial=0
export IMPL_slew_violations=0
export IMPL_tightest_slew_ns=0.8073
export IMPL_async_flop_share_pct=2.525
export IMPL_critPathSlowestCell="buf_4"
export IMPL_holdPathEnd="clk_dvidecnt[0]"
export IMPL_grtUsageMet1_pct=26.34
export IMPL_power_total_w=0.0002077
export IMPL_gp_congestion=0.8154
export IMPL_untimed_endpoints=329
export IMPL_first_pass_iters=5
export IMPL_post_cts_buffers=0
export IMPL_port_buffers=154
export IMPL_fin_skew_ns=0.0007658
export IMPL_path_max_fanout=66
export IMPL_fp_util_pct=30.80
export IMPL_min_path_cells=1
export IMPL_core_mm2=0.02446
export IMPL_hpwl_um=14050
export IMPL_outcome="finished, final reports clean"
export IMPL_dieHeight_um=160.5
export IMPL_vdd_drop_max_uv=60.49
export IMPL_fillers=2499
export IMPL_regToRegSetupSlack_ns=4.78
export IMPL_grt_first_pass_wirelength_um=32190
export IMPL_die_x_um=160.5
export IMPL_postSynthSeqShare_pct=54.28
export IMPL_rows=57
export IMPL_end_kind="async pin"
export IMPL_relSlewSlack_pct=46.18
export IMPL_design_area_mm2=0.009199
export IMPL_cts_resized=0
export IMPL_root_buffer="clkbuf_16"
export IMPL_hold_viol=0
export IMPL_crit_arrival_ns=1.76
export IMPL_edf_count=10
export IMPL_lay_top_count="dfxtp_1"
export IMPL_cts_buffer_depth=2
export IMPL_worstReg2RegStart="clk_dvidecnt[1]"
export IMPL_largest_reg_flops=26
export IMPL_fin_ws_ns=4.429
export IMPL_synth_top_cell_by_area="dfxtp_1"
export IMPL_leakage_nw=2.877
export IMPL_cap_viol_max_count=0
export IMPL_unclocked_pins=193
export IMPL_layout_drive_gt1_share_pct=1.740
export IMPL_path_cells="buf_4 -> inv_1"
export IMPL_synth_warnings=1
export IMPL_syn_inst=888
export IMPL_setup_tns_ns=0
export IMPL_ff_type="dfxtp_1"
export IMPL_critPathKind="in2async"
export IMPL_ant_nets=0
export IMPL_min_period_over_period_pct=23.64
export IMPL_setup_viol=0
export IMPL_wirelength_um=20790
export IMPL_avgSynthCellArea_um2=8.484
export IMPL_fmax_mhz=729.2
export IMPL_grtUsageMet2_pct=24.79
export IMPL_vias=6370
export IMPL_critPathRequiredTime_ns=6.19
export IMPL_globalRoute_busiestLayer="met1"
export IMPL_synth_cell_types=45
export IMPL_cts_tree="done"
export IMPL_ioPinCount=159
export IMPL_wl_per_cell_um=15.98
export IMPL_insertedDiodeCount=0
export IMPL_top_register="ad_state"
export IMPL_vias_per_cell=4.896
export IMPL_ys_ff=198
export IMPL_grt_overflow=0
export IMPL_worstPathBufferInverterCount=2
export IMPL_cts_buffers=3
export IMPL_reg2reg_to="clk_out"
export IMPL_clock_latency_ns=0.23
export IMPL_rsz0062_at_grt="no"
export IMPL_rr_worst_depth=3
export IMPL_die_area_mm2=0.02575
export IMPL_yosys_cells=888
export IMPL_min_from="clk_dvidecnt[0]"
export IMPL_first_global_vias=5516
export IMPL_grt_total_usage_pct=16.21
export IMPL_layout_area_overhead_vs_synth_pct=22.11
export IMPL_met3_usage_pct=2.029
export IMPL_hp_class="reg2reg"
export IMPL_startpoint_type="input port"
export IMPL_drtIter0Drc=462
export IMPL_fin_crit_ns=1.371
export IMPL_dp_slack_ns=4.186
export IMPL_warnings=29
export IMPL_powerDensity_mw_per_mm2=22.58
export IMPL_top_cell_area_share_pct=48.63
export IMPL_syn_area_mm2=0.007533
export IMPL_yosys_area_mm2=0.007533
export IMPL_max_stage_delay_ns=0.30
export IMPL_path_delay_family="buffers and inverters"
export IMPL_cts_max_level=1
export IMPL_final_layout_top_logic_cells="dfxtp_1 (183), nand2_1 (179), a21oi_1 (154)"
export IMPL_placed_area_mm2=0.009120
export IMPL_path_clk_slew_ns=0.03
export IMPL_area_leaders="dfxtp_1 (49%), a21oi_1 (10%), nand3_1 (9.4%)"
## power by group
group / total, W / switching [W] / leakage, nW / internal, W
clock: 0.000114 / 0.0000225 / 0.0382 / 0.0000911
combinational: 0.0000585 / 0.0000446 / 1.18 / 0.0000139
sequential: 0.0000356 / 0 / 1.65 / 0.0000356
total: 0.000208 / 0.0000671 / 2.88 / 0.000141
## per-layer routing
metal,wire [um],vias to the layer above
li1,-,3139
met1,9584,3008
met2,9578,215
met3,1520,8
met4,106,0
met5,0,-
## stage by stage
| stage | utilization, % | cells | hold WS, ns |
|---|---|---|---|
| 5_1_grt | 37.60 | 1301 | 0.5201 |
| 4_1_cts | 37.60 | 1301 | 0.4868 |
| 3_3_place_gp | 37.28 | 1297 | 0.4695 |
| 2_1_floorplan | - | 898 | 0.4536 |
| 3_5_place_dp | 37.28 | 1297 | 0.4818 |
| 6_report | 37.60 | 1301 | 0.4887 |
## cells by family after synthesis
kind of cell | count (synthesis) | share of synthesized area (%)
compound gates | 174 | 12.17
simple gates | 388 | 23.22
fa+ha+maj | 7 | 1.163
mux | 1 | 0.1329
flops | 198 | 54.28
xor+xnor | 21 | 2.441
buf+inv | 97 | 6.494
other cells | 2 | 0.09969
## area by class of cell
type                            count  area, um2  area share [%]
Sequential cell                   198       4093           44.49
Multi-Input combinational cell    603       2997           32.58
Timing Repair Buffer              159       1577           17.14
Tap cell                          324      405.4           4.407
Clock buffer                        4      78.83          0.8569
Inverter                           13      48.80          0.5305
## cell usage after synthesis, drive strengths merged (2+ instances only)
cell    instances
or2             3
xor2           10
nor4            6
nand2b          3
a21oi         154
nor3            5
xnor2          11
a22oi           3
nand3         142
edfxtp         10
ha              7
and2            2
conb            2
dfxtp         183
dfrtp           5
o31ai           2
inv            13
o21ai           7
or3             2
nand2         179
nand4           3
clkbuf         39
nor2           30
and3            7
buf            45
## worst max path at each step
stage     endpoint  start  slack (ns)  cells past startpoint
5_1_grt    clk_out  reset        4.36                      2
6_report   clk_out  reset        4.43                      2
4_1_cts    clk_out  reset        4.42                      2
Power figures rest on the tool's default switching activity, not on a simulated workload.
