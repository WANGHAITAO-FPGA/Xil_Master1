==> /design/flow/design.v <==
`timescale 1ns / 1ps
module dac_ad5544(
					clk,  
					reset,
					ad5544_trig,
					AD5544_DATA_IN1,
					AD5544_DATA_IN2,
					AD5544_DATA_IN3,
					AD5544_DATA_IN4,
					AD5544_CS,
					AD5544_LDAC,
					AD5544_MSB,
					AD5544_RS,
					AD5544_SCLK,
					AD5544_SDIN
					);
input			clk;
input			reset;
input			ad5544_trig;
input	[15:0]	AD5544_DATA_IN1,
				AD5544_DATA_IN2,
				AD5544_DATA_IN3,
				AD5544_DATA_IN4;
output	reg		AD5544_CS,
				AD5544_LDAC,
				AD5544_RS,
				AD5544_SCLK,
				AD5544_SDIN;
output	wire	AD5544_MSB;
reg		[9:0]	cnt;
reg		[17:0]	AD5544_SDIN_reg;		
reg		[3:0]	channel;
reg		[6:0]	curr_state,
				next_state;	
localparam [6:0]	RESET	= 7'b0000001,
					IDLE	= 7'b0000010,
					WAIT	= 7'b0000100,
					CS_L	= 7'b0001000,
					SCLK	= 7'b0010000,
					CS_LDAC	= 7'b0100000,	
					Finish	= 7'b1000000;
wire	[17:0]	DATA_CH1;
wire	[17:0]	DATA_CH2;
wire	[17:0]	DATA_CH3;
wire	[17:0]	DATA_CH4;
assign	DATA_CH1 	= { 2'h0,AD5544_DATA_IN1 };
assign	DATA_CH2 	= { 2'h1,AD5544_DATA_IN2 };
assign	DATA_CH3 	= { 2'h2,AD5544_DATA_IN3 };
assign	DATA_CH4 	= { 2'h3,AD5544_DATA_IN4 };	
assign	AD5544_MSB	= 1'b1;
reg		ad5544_trig_reg1,
		ad5544_trig_reg2;
always @ ( posedge clk or posedge reset)
begin
  if(reset)begin
    ad5544_trig_reg1 <= 0;
    ad5544_trig_reg2 <= 0;
  end else begin
	ad5544_trig_reg1 <= ad5544_trig;
	ad5544_trig_reg2 <= ad5544_trig_reg1;
  end
end
wire	ad5544_trig_posedge;
assign	ad5544_trig_posedge = ad5544_trig_reg1 & ( !ad5544_trig_reg2 );
always @ ( posedge clk or posedge reset )
begin
	if( reset )
		curr_state	<= RESET;
	else
		curr_state	<= next_state;
end
always @ *
begin
	case( curr_state )
		RESET:
		begin
			next_state = IDLE;
		end
		IDLE:
		begin
			if( ad5544_trig_posedge )
				next_state = WAIT;    
			else
				next_state = IDLE ;
		end	
		WAIT:
		begin
			if(cnt == 5)
				next_state = CS_L;
			else
				next_state = WAIT;
		end
		CS_L:
		begin
			if(cnt == 3)
				next_state = SCLK;
			else
				next_state = CS_L;
		end
		SCLK:
		begin
			if(cnt == 73)
				next_state = CS_LDAC;
			else
				next_state = SCLK;
		end
		CS_LDAC:
		begin
			if(cnt == 5)
				next_state = Finish;
			else
				next_state = CS_LDAC;
		end
		Finish:
		begin
			if( cnt == 3 )
				if(channel==4)
					next_state = IDLE;
				else 
					next_state = WAIT;
			else
				next_state = Finish;
		end
		default:
		begin
			next_state = IDLE;
		end
	endcase
end
always @ ( posedge clk or posedge reset )
begin
	if( reset )
	begin
		cnt				<= 'h0;
		AD5544_CS		<= 'b1;
		AD5544_LDAC		<= 'b1;
		AD5544_RS		<= 'b0;
		AD5544_SCLK		<= 'b0;
		AD5544_SDIN		<= 'b0;		
		AD5544_SDIN_reg <= 'h0;
		channel			<= 'h1;
	end
	else
	begin	
		case( curr_state )
		RESET:
			begin
				cnt				<= 'h0;
				AD5544_CS		<= 'b1;
				AD5544_LDAC		<= 'b1;
				AD5544_RS		<= 'b0;
				AD5544_SCLK		<= 'b0;
				AD5544_SDIN		<= 'b0;		
				AD5544_SDIN_reg <= 'h0;
				channel			<= 'h1;
			end
			IDLE:
			begin
				cnt				<= 'h0;
				AD5544_CS		<= 'b1;
				AD5544_LDAC		<= 'b1;
				AD5544_RS		<= 'b1;
				AD5544_SCLK		<= 'b0;
				AD5544_SDIN		<= 'b0;		
				AD5544_SDIN_reg <= 'h0;
				channel			<= 'h1;
			end
			WAIT:
			begin
				if(cnt == 5)
					cnt			<= 'h0;
				else
					cnt			<= cnt + 1'b1;
				AD5544_RS		<= 'b1;
				AD5544_CS		<= 'b1;
				channel			<= channel;
			end
			CS_L:
			begin
				if(cnt == 3)
					cnt			<= 'h0;
				else
					cnt			<= cnt + 1'b1;
				AD5544_CS		<= 'b0;
				case( channel )
					4'h1:
						AD5544_SDIN_reg <= DATA_CH1;	
					4'h2:
						AD5544_SDIN_reg <= DATA_CH2;	
					4'h3:
						AD5544_SDIN_reg <= DATA_CH3;	
					4'h4:
						AD5544_SDIN_reg <= DATA_CH4;
				    default:
					    AD5544_SDIN_reg <= AD5544_SDIN_reg;	
				endcase	
			end
			SCLK:
			begin									
				if( cnt == 73 )
					cnt		<= 'h0;
				else
					cnt		<= cnt + 1'b1;
				if( cnt[1:0] == 2'b00 )
				begin
					AD5544_SCLK	<= 'b0;
				end
				if( cnt[1:0] == 2'b01 )
				begin
					AD5544_SCLK	<= 'b0;
					AD5544_SDIN	<= AD5544_SDIN_reg[17];
				end
				if( cnt[1:0] == 2'b10 )
				begin
					AD5544_SCLK		<= 'b1;
					AD5544_SDIN_reg	<= { AD5544_SDIN_reg[16:0] , 1'b0 };
				end
			end
			CS_LDAC:
			begin
				if( cnt == 5 )
					cnt		<= 'h0;
				else
					cnt		<= cnt + 1'b1;
				if( (cnt >=2 ) & (cnt <= 4) )	
					AD5544_LDAC	<= 'b0;
				AD5544_CS		<= 'b1;	
				AD5544_SCLK		<= 'b0;
				AD5544_SDIN_reg	<= 'h0;
			end
			Finish:
			begin
				if( cnt == 3 )
				begin
					cnt		<= 'h0;
					channel	<= channel + 1'b1;
				end
				else
					cnt		<= cnt + 1'b1;
				AD5544_CS		<= 'b1;
				AD5544_LDAC		<= 'b1;
				AD5544_RS		<= 'b1;
				AD5544_SCLK		<= 'b0;
				AD5544_SDIN		<= 'b0;		
				AD5544_SDIN_reg <= 'h0;
			end
			default:
			begin
				cnt				<= 'h0;
				AD5544_CS		<= 'b1;
				AD5544_LDAC		<= 'b1;
				AD5544_RS		<= 'b0;
				AD5544_SCLK		<= 'b0;
				AD5544_SDIN		<= 'b0;		
				AD5544_SDIN_reg <= 'h0;
				channel			<= 'h1;
			end
		endcase
	end
end
endmodule		
==> /design/flow/run.sh <==
#!/bin/bash
# OpenROAD 26Q1-2900-gdf79404cd8, Yosys 0.63+post, stock flow scripts
make -C /OpenROAD-flow-scripts/flow DESIGN_CONFIG=/design/flow/config.mk WORK_HOME=/design/flow/orfs finish
==> /design/flow/config.mk <==
export PLATFORM = sky130hd
export DESIGN_NAME = dac_ad5544
export DESIGN_NICKNAME = dac_ad5544
export VERILOG_FILES = /design/flow/design.v
export SDC_FILE = /design/flow/constraint.sdc
export NUM_CORES = 4
export LEC_CHECK = 1
export CORE_UTILIZATION = 40
==> /design/flow/constraint.sdc <==
current_design dac_ad5544

set clk_period 7.3
set clk_io_pct 0.2

create_clock -name clk0 -period $clk_period [get_ports {clk}]

set non_clock_inputs [all_inputs -no_clocks]
set_input_delay [expr $clk_period * $clk_io_pct] -clock clk0 $non_clock_inputs
set_output_delay [expr $clk_period * $clk_io_pct] -clock clk0 [all_outputs]
==> run notes <==
Synthesis and place-and-route results.

- The run finished with clean final reports.
- In the per-layer summary, the met1 wirelength comes to 3608 microns.
- Along the worst hold path, the cell count comes to 0.
- In this run, synthesis inferred 0 flip-flops with an integrated enable.
- The area of the mapped netlist is between 2000 and 3000 sq um.
- The depth of the worst register-to-register path is 5.
- The wire length on met3 is 482 microns.
- The count of distinct cell types in the synthesized netlist is 52.
- The smallest clock period supported by the final layout is computed as 3.124 ns.
- Per the gpl log, the routability congestion estimate is 0.8322.
- 0 antenna diodes ended up in the layout.
- At the worst endpoint, the arrival time is 3.26 ns.
- The total negative slack for setup checks is 0 ns.
- The count of synthesis-stage warnings from yosys is 1.
- The post-route worst hold slack is ~0.38 ns.
- The power consumption is 0.9851 mW.
- Per the detailed placement report, the placed cell area equals 3722 sq um.
- The share of layout cells above drive strength 1 is approximately 7.3%.
- The type recorded for the worst min-delay path is reg -> reg.
- The utilization after layout is a little over half.
- The number of sinks on the clock net is 46.
- The half-perimeter wire length after placement is 5760 microns.
- The largest area contributor in the synthesized netlist is sky130_fd_sc_hd__dfrtp_1.
- The share of synthesized area in the top cell type comes to 35.41%.
- The root buffer selected by CTS is sky130_fd_sc_hd__clkbuf_8.
- The critical path class is reg -> reg.
- The relative slew slack is 42.97%.
- The script computed a power per unit cell area of roughly 260 nW/um^2.
- The first global-routing pass estimated 13,340 microns of wire.
- After layout, the worst path uses 42.79% of the clock period.
- The width of the die is 88.14 microns.
- Synthesis inferred ~46 register bits.
- Dividing the synthesized area by the synthesized cell count gives 8.678 sq um.
- The chip area is around 7800 sq um.
- Once the floorplan was initialized, standard cells occupied 41.14% of the core.
- For reference, the final report shows the max-slew violation count at 0.
- The global route stage reports its total congestion overflow as 0.
- After floorplanning, the core was sized to cover 7214 sq um.
- The report lists the number of cells resized after CTS as 0.
- The clock latency at the later pin of the worst-skew pair is around 0.30 ns.
- The count of cells in the finished layout, fillers not included, comes to 497.
- For reference, the placement row count at floorplan is 31.
- Buffers inserted to repair hold after CTS numbered 0.
- The static leakage is 1.530 nW.
- Setup repair after global routing left no endpoint under its margin.
- Across the run, the number of max-cap violations was 0.
- The number of flip-flops in the largest register is 19.
- The number of vias in the routed layout is approximately 2,800.
- The number of vias per cell is 5.638.
- The global router's overall resource usage is 22.83%.
- The required time at the worst-slack endpoint is around 7.4 ns.
- The largest voltage drop on the vdd net is ~0.00015 V.
- The worst path meets setup with 4.176 ns of slack.
- In this run, CTS created clock tree buffers numbering 5.
- The dominant synthesized flop cell is sky130_fd_sc_hd__dfrtp_1.
- The maximum achievable frequency is 320.1 MHz.
- The logs give a warning total of 31.
- The number of hold-slack violations in the final timing report is 0.
- The wire length per cell is 16.23 microns.
- The top metal layer carrying routed signals is met4.
- Entering global routing, the biggest net connects 47 pins.
- The initial antenna violation count is 0.
- For reference, the top cells by area after synthesis are sky130_fd_sc_hd__dfrtp_1 35%, sky130_fd_sc_hd__a21oi_1 4.7%, sky130_fd_sc_hd__a31oi_1 3.6%.
- The length of the first detailed-routing pass in iterations is 4.
- The longest clock path from root to sink contains 2 buffers.
- The setup violation total in the final timing report is 0.
- The total DRC errors in the routed layout is 0.
- Synthesis produced 342 cells.
- The number of post-CTS setup repair buffers is 0.
- Looking at the critical path, the highest net fanout was 19.
- The number of H-tree levels is 2.
- The area of all placed cells without fillers is 3835 sq um.
- The register share after synthesis is 38.95%.
- As logged by OpenROAD, the buffers inserted on ports number 71.
- The fraction of registers with async set or reset after synthesis is ~100%.
- STA classifies the critical path endpoint as a flip-flop.
- The number of placed instances, taps included is between 400 and 500.
- The area reported by Yosys stat is between 2000 and 3000 sq um.
- TritonCTS built the clock tree.
- The worst-case clock skew is roughly 0.011 ns.
- The I/O pin count is 73.
- The yosys cell count is roughly 340.
- The count of antenna-violating nets left after detailed routing is 0.
- The number of global-route vias before repair was between 2,000 and 3,000.
- STA classifies the critical path startpoint as a flip-flop.
- The met2 layer wire length in the routed design is 3853 microns.
- The detailed router finished its first iteration with 166 violations.
- The relative area change from synthesis to final layout is 29.22%.
- At the pin with the least slew margin, the transition time is approximately 0.85 ns.
- In the CTS report, the clock slew at the register clock pins of the worst setup and hold paths is listed as approximately 0.080 ns.
- In the post-route report, total wirelength is listed as 8066 microns.
- The floorplan step set the die height to 88.14 microns.
- The placement-stage worst setup slack is 4.258 ns.
[cells in the mapped netlist, drive strengths merged (4+ instances only)]
cell / instances
dfrtp: 42
a21oi: 28
inv: 28
nand2: 28
clkbuf: 20
nor2: 19
a31oi: 17
nand3: 14
nor3: 13
o22ai: 10
buf: 9
o31ai: 9
a22oi: 8
ha: 8
nand3b: 8
o211ai: 8
a2111o: 7
o221ai: 7
xnor2: 6
nor2b: 5
o21ai: 5
a22o: 4
dfstp: 4
nor4: 4
[power breakdown]
group | switching, mW | total, mW | internal, mW | leakage, nW
sequential | 0.0729 | 0.416 | 0.343 | 0.551
combinational | 0.199 | 0.379 | 0.181 | 0.921
clock | 0.0871 | 0.190 | 0.103 | 0.0585
total | 0.359 | 0.985 | 0.627 | 1.53
[cell families (layout without fill, tap and decap cells)]
logic type	Yosys count	after routing	synth area share (%)
XOR/XNOR	8	8	2.361
other	2	2	0.2530
buffers and inverters	57	113	7.757
multiplexers	2	2	0.6746
AND/OR/NAND/NOR	105	105	19.10
flip-flops	46	46	38.95
adder cells (fa/ha/maj)	8	8	3.373
AND-OR/OR-AND	114	114	27.53
[worst max-delay path: stages (launching register included)]
cell and delay, ns:
sky130_fd_sc_hd__dfstp_2 0.56, sky130_fd_sc_hd__ha_1 0.58, sky130_fd_sc_hd__nor3_4 0.23, sky130_fd_sc_hd__o311ai_4 0.75, sky130_fd_sc_hd__and2_1 0.67, sky130_fd_sc_hd__a31oi_1 0.18
[layout by cell type (no fill, tap or decap), drive strengths merged, types with 8 or more instances in the layout]
master and n:
nand3 14, nand2 28, nand3b 8, a31oi 17, dfrtp 42, a21oi 28
a22oi 8, o22ai 10, o31ai 9, ha 8, inv 29, nor3 13
o211ai 8, clkdlybuf4s50 71, nor2 19
[metal layers]
metal	up-vias	GRT usage, %
li1	1365	-
met1	1338	34.45
met2	88	37.35
met3	11	2.672
met4	0	3.226
met5	-	0
[worst paths after layout]
check,from,to,slack (ns)
min in group asynchronous,reset,AD5544_SDIN_reg[3],1.61
worst max register to register,channel[0],AD5544_SDIN_reg[11],4.18
worst min-delay path,ad5544_trig_reg1,ad5544_trig_reg2,0.38
worst min register to register,ad5544_trig_reg1,ad5544_trig_reg2,0.38
worst max-delay path,channel[0],AD5544_SDIN_reg[11],4.18
max in group asynchronous,reset,cnt[4],5.27
[area by class of cell]
type	instances	area, sq um
clock inverter	3	43.79
multi-input combinational	239	1582
inverter	28	105.1
fill	686	3379
timing repair buffer	77	755.7
sequential	46	1156
clock buffer	5	68.82
tap	99	123.9
Power figures rest on the tool's default switching activity, not on a simulated workload.
