==> /design/flow/design.v <==
`timescale 1ns/1ps
module SawTooth (
  input               sawtooth_io_0_direction,
  input      [7:0]    sawtooth_io_0_step,
  input               sawtooth_io_0_start,
  input               sawtooth_io_0_stop,
  input               sawtooth_io_0_init,
  output              sawtooth_data_valid,
  output     [15:0]   sawtooth_data_payload_data_0,
  input               clk,
  input               reset
);
  wire       [15:0]   sawtoothwavegenerator_0_io_output;
  wire       [7:0]    _zz_counter_valueNext;
  wire       [0:0]    _zz_counter_valueNext_1;
  wire                counter_willIncrement;
  wire                counter_willClear;
  reg        [7:0]    counter_valueNext;
  reg        [7:0]    counter_value;
  wire                counter_willOverflowIfInc;
  wire                counter_willOverflow;
  reg                 tick;
  reg                 tick_delay_1;
  reg                 tick_delay_2;
  assign _zz_counter_valueNext_1 = counter_willIncrement;
  assign _zz_counter_valueNext = {7'd0, _zz_counter_valueNext_1};
  SawToothWaveGenerator sawtoothwavegenerator_0 (
    .io_sawtooth_io_direction (sawtooth_io_0_direction                ),  
    .io_sawtooth_io_step      (sawtooth_io_0_step[7:0]                ),  
    .io_sawtooth_io_start     (sawtooth_io_0_start                    ),  
    .io_sawtooth_io_stop      (sawtooth_io_0_stop                     ),  
    .io_sawtooth_io_init      (sawtooth_io_0_init                     ),  
    .io_output                (sawtoothwavegenerator_0_io_output[15:0]),  
    .io_tick                  (tick                                   ),  
    .clk                      (clk                                    ),  
    .reset                    (reset                                  )   
  );
  assign counter_willClear = 1'b0;  
  assign counter_willOverflowIfInc = (counter_value == 8'hc7);  
  assign counter_willOverflow = (counter_willOverflowIfInc && counter_willIncrement);  
  always @(*) begin
    if(counter_willOverflow) begin
      counter_valueNext = 8'h0;  
    end else begin
      counter_valueNext = (counter_value + _zz_counter_valueNext);  
    end
    if(counter_willClear) begin
      counter_valueNext = 8'h0;  
    end
  end
  assign counter_willIncrement = 1'b1;  
  assign sawtooth_data_payload_data_0 = sawtoothwavegenerator_0_io_output;  
  assign sawtooth_data_valid = tick_delay_2;  
  always @(posedge clk or posedge reset) begin
    if(reset) begin
      counter_value <= 8'h0;  
      tick_delay_1 <= 1'b0;  
      tick_delay_2 <= 1'b0;  
    end else begin
      counter_value <= counter_valueNext;  
      tick_delay_1 <= tick;  
      tick_delay_2 <= tick_delay_1;  
    end
  end
  always @(posedge clk) begin
    tick <= 1'b0;  
    if(counter_willOverflow) begin
      tick <= 1'b1;  
    end
  end
endmodule
module SawToothWaveGenerator (
  input               io_sawtooth_io_direction,
  input      [7:0]    io_sawtooth_io_step,
  input               io_sawtooth_io_start,
  input               io_sawtooth_io_stop,
  input               io_sawtooth_io_init,
  output     [15:0]   io_output,
  input               io_tick,
  input               clk,
  input               reset
);
  wire       [14:0]   _zz_when_SawToothWaveGenerator_l52;
  wire       [14:0]   _zz_when_SawToothWaveGenerator_l52_1;
  wire       [14:0]   _zz_sawtooth_1;
  wire       [14:0]   _zz_when_SawToothWaveGenerator_l58;
  wire       [14:0]   _zz_sawtooth_1_1;
  wire       [15:0]   _zz_io_output;
  reg        [7:0]    step;
  reg        [14:0]   sawtooth_1;
  reg                 isRunning;
  reg                 start;
  reg                 stop;
  reg                 init;
  reg                 tick;
  reg                 init_regNext;
  reg                 stop_regNext;
  wire                when_SawToothWaveGenerator_l38;
  reg                 start_regNext;
  wire                when_SawToothWaveGenerator_l40;
  reg                 tick_regNext;
  wire                when_SawToothWaveGenerator_l49;
  wire                when_SawToothWaveGenerator_l52;
  wire                when_SawToothWaveGenerator_l58;
  assign _zz_when_SawToothWaveGenerator_l52 = (15'h7fff - _zz_when_SawToothWaveGenerator_l52_1);
  assign _zz_when_SawToothWaveGenerator_l52_1 = {7'd0, step};
  assign _zz_sawtooth_1 = {7'd0, step};
  assign _zz_when_SawToothWaveGenerator_l58 = {7'd0, step};
  assign _zz_sawtooth_1_1 = {7'd0, step};
  assign _zz_io_output = {1'd0, sawtooth_1};
  assign when_SawToothWaveGenerator_l38 = ((init && (! init_regNext)) || (stop && (! stop_regNext)));  
  assign when_SawToothWaveGenerator_l40 = (start && (! start_regNext));  
  assign when_SawToothWaveGenerator_l49 = (tick && (! tick_regNext));  
  assign when_SawToothWaveGenerator_l52 = (_zz_when_SawToothWaveGenerator_l52 < sawtooth_1);  
  assign when_SawToothWaveGenerator_l58 = (sawtooth_1 < _zz_when_SawToothWaveGenerator_l58);  
  assign io_output = (_zz_io_output + 16'h8000);  
  always @(posedge clk or posedge reset) begin
    if(reset) begin
      step <= 8'h0;  
      sawtooth_1 <= 15'h0;  
      isRunning <= 1'b0;  
      start <= 1'b0;  
      stop <= 1'b0;  
      init <= 1'b0;  
      tick <= 1'b0;  
    end else begin
      step <= io_sawtooth_io_step;  
      start <= io_sawtooth_io_start;  
      stop <= io_sawtooth_io_stop;  
      init <= io_sawtooth_io_init;  
      tick <= io_tick;  
      if(when_SawToothWaveGenerator_l38) begin
        isRunning <= 1'b0;  
      end else begin
        if(when_SawToothWaveGenerator_l40) begin
          isRunning <= 1'b1;  
        end else begin
          isRunning <= isRunning;  
        end
      end
      if(init) begin
        sawtooth_1 <= 15'h0;  
      end
      if(when_SawToothWaveGenerator_l49) begin
        if(isRunning) begin
          if(io_sawtooth_io_direction) begin
            if(when_SawToothWaveGenerator_l52) begin
              sawtooth_1 <= 15'h0;  
            end else begin
              sawtooth_1 <= (sawtooth_1 + _zz_sawtooth_1);  
            end
          end else begin
            if(when_SawToothWaveGenerator_l58) begin
              sawtooth_1 <= 15'h7fff;  
            end else begin
              sawtooth_1 <= (sawtooth_1 - _zz_sawtooth_1_1);  
            end
          end
        end
      end
    end
  end
  always @(posedge clk) begin
    init_regNext <= init;  
    stop_regNext <= stop;  
    start_regNext <= start;  
    tick_regNext <= tick;  
  end
endmodule
==> /design/flow/run.sh <==
#!/bin/bash
# OpenROAD 26Q1-2900-gdf79404cd8, Yosys 0.63+post, stock flow scripts
make -C /OpenROAD-flow-scripts/flow DESIGN_CONFIG=/design/flow/config.mk WORK_HOME=/design/flow/orfs finish
==> /design/flow/config.mk <==
export PLATFORM = sky130hd
export DESIGN_NAME = SawTooth
export DESIGN_NICKNAME = SawTooth
export VERILOG_FILES = /design/flow/design.v
export SDC_FILE = /design/flow/constraint.sdc
export NUM_CORES = 4
export LEC_CHECK = 1
export CORE_UTILIZATION = 40
==> /design/flow/constraint.sdc <==
current_design SawTooth

set clk_period 4.5
set clk_io_pct 0.2

create_clock -name clk0 -period $clk_period [get_ports {clk}]

set non_clock_inputs [all_inputs -no_clocks]
set_input_delay [expr $clk_period * $clk_io_pct] -clock clk0 $non_clock_inputs
set_output_delay [expr $clk_period * $clk_io_pct] -clock clk0 [all_outputs]
==> results.ini <==
[finish]
n_fill_cell = 615
final_util_pct = 48.83
final_area_um2 = 3172
layout.cells.non_filler = 403
final_common_cell = dfrtp_1
layout-drive-gt1-share_pct = 6.748
syn2layout_area_growth_pct = 15.75
layout_top_cells = dfrtp_1, clkdlybuf4s50_1, inv_1

[synth]
syn_inst = 299
yosys_cells = 299
ff_type = dfrtp_1
postSynthSeqShare_pct = 37.44
ys_area_um2 = 2740
syn_area_per_cell_um2 = 9.164
yosysUniqueCellTypes = 57
yosysWarnings = 2
synth-async-reset-ratio_pct = 88.10
synth-edff-count = 0
syn_area_um2 = 2740
ys.flops = 42

[clock_tree]
ctsRootBufferMaster = clkbuf_8
h-tree-depth = 2
ctsResizeCount = 0
worstSkewPairLatency_ns = 0.29
numCtsBuffers = 5
numClockSinks = 42
path_clk_slew_ns = 0.09
cts_tree = built
cts_buffer_depth = 2
cts_hold_buf = 0
cts.repair_timing.setup_buffer_count = 0

[floorplan]
die_y_um = 84.77
core_region_area_um2 = 6495
rows = 29
ios = 31
die_w_um = 84.77
dieArea_um2 = 7185
fp_util_pct = 42.19

[sta]
setup_tns_ns = 0
max_slew.worst_pin.slew_ns = 0.8096
fin_skew_ns = 0.007065
fmax_mhz = 345.3
final-max-slew-violation-count = 0
finalCriticalPeriod_ns = 2.896
setup_viol = 0
maxSlewHeadroom_pct = 45.83
period_used_pct = 64.36
hold_viol_final = 0
rsz0062_at_grt = no

[global_route]
grt_start_max_net_pins = 38
grt-ovfl-total = 0
grt_usage_pct = 18.30
antenna_found_initial = 0
grt_pass1_wl_um = 10210
grt_pass1_vias = 2061

[power]
pwr-share-clk_pct = 34.8
power.share.switching_pct = 25.56
power_uw = 708.6
p_per_area_nw_per_um2 = 223.4
p_switching_uw = 181.1
power.internal_uw = 527.5
combPwrFrac_pct = 10.1
seq_power_share_pct = 55.1
leakage_uw = 0.001393
vdd_drop_max_v = 0.0001313

[detailed_routing]
drt-pass1-iter-count = 20
drt_iter0_markers = 133
drt-wirelength-per-cell_um = 14.97
viasPerCell = 5.494
final_antenna_net_count = 0
via_count = 2214
n_antenna_cell = 0
totalWireLength_um = 6031
drc = 0

[setup_path]
r2r_slack_ns = 1.60
worstPathArrival_ns = 3.08
cp-endpoint = sawtoothwavegenerator_0.sawtooth_1[8]
critPathRequiredTime_ns = 4.68
reg2reg_to = sawtoothwavegenerator_0.sawtooth_1[8]
end_kind = register
regToRegStartpoint = sawtoothwavegenerator_0.sawtooth_1[0]
worstSetupPathType = reg -> reg
crit_path_start_kind = register
critPathMaxFanout = 5
reg2reg_depth = 9
cp-startpoint = sawtoothwavegenerator_0.sawtooth_1[0]

[placed_design]
portBuffers = 29
dp_hpwl_um = 4312
dp.cells = 395
place.gp.congestion = 0.8993
place_area_um2 = 3085

[worst_hold_path]
hp-class = reg -> reg
hold_start = tick

[status]
status = completed

[run]
max_cap_viol_count = 0
warnings = 41

[cells in the mapped netlist (all sizes together), types with 2 or more instances]
library cell  instances  share of area [%]
xnor2                10                3.2
inv                  28                3.8
a31oi                 6                1.4
o21ai                14                2.6
a221o                 5                1.9
fa                    2                1.5
o31ai                 4                1.1
nand2                14                1.9
a311oi                2               0.64
a211oi                2               0.55
a22oi                 3               0.82
nor3b                 2               0.55
nand3                10                1.8
ha                   25                 11
buf                   2               0.46
a21o                  4                1.1
nor2                 27                3.7
o21bai                2               0.55
a221oi                3               0.96
dfrtp                37                 34
nor2b                 4               0.91
xor2                  7                2.2
or2                   2               0.55
nand4                 3               0.69
dfxtp                 5                3.7
clkbuf               11                1.9
a21oi                19                3.6
o31a                  3                1.1
nand2b                6                1.4
nor3                  6                1.1
o21a                  3               0.82
o211ai                7                1.9
or3                   4                1.3
[power groups by stage]
| stage | Sequential (uW) | Clock [uW] | Combinational, uW |
|---|---|---|---|
| global route | 392 | 277 | 80.8 |
| CTS | 390 | 258 | 72.7 |
| finish | 390 | 247 | 71.9 |
[registers in the layout, indices dropped and copies added, names as in the netlist]
name and flops:
tick 1, sawtoothwavegenerator_0.start_regNext 1, sawtoothwavegenerator_0.tick_regNext 1, sawtoothwavegenerator_0.stop_regNext 1, tick_delay_2 1, sawtoothwavegenerator_0.stop 1, counter_value 8, sawtoothwavegenerator_0.isRunning 1
sawtoothwavegenerator_0.step 8, sawtoothwavegenerator_0.tick 1, sawtoothwavegenerator_0.init_regNext 1, sawtoothwavegenerator_0.sawtooth_1 15, sawtoothwavegenerator_0.start 1, sawtoothwavegenerator_0.init 1
[worst min-delay path by stage]
stage,slack (ns),end,depth (start not counted)
after global routing,0.34,sawtoothwavegenerator_0.tick,0
final,0.34,sawtoothwavegenerator_0.tick,0
after CTS,0.34,sawtoothwavegenerator_0.tick,0
[layout make-up]
cell class / count / area, um^2 / share of cell area (%)
multi-input cells: 216 / 1545 / 48.72
flip-flops and latches: 42 / 1026 / 32.35
well taps: 77 / 96.34 / 3.037
inverters: 28 / 105.1 / 3.314
clock inverters: 2 / 13.76 / 0.4339
repair buffers: 32 / 312.8 / 9.862
clock buffers: 6 / 72.57 / 2.288
[layer usage]
metal / vias up / track usage [%] / wire length, um
met5: - / 0 / 0
met2: 57 / 28.53 / 2689
met3: 5 / 2.689 / 255
met1: 1036 / 29.26 / 3026
li1: 1116 / - / -
met4: 0 / 1.233 / 59
[worst max-delay path: stages (launching register included)]
cell	delay, ns
dfrtp_1	0.44
inv_1	0.07
ha_1	0.23
fa_1	0.42
o21bai_1	0.28
o211ai_1	0.16
a221oi_1	0.55
or3_2	0.22
nand3_1	0.08
a221o_1	0.34
[kinds of logic (layout without fill, tap and decap cells)]
kind of cell	Yosys count	in the layout	share of synthesized area (%)
compound gates	88	88	22.33
simple gates	83	83	15.62
flops	42	42	37.44
buf+inv	41	68	6.164
fa+ha+maj	27	27	12.88
xor+xnor	17	17	5.434
other cells	1	1	0.1369
[stage by stage]
stage	setup WS (ns)	hold slack [ns]
final	1.604	0.3351
after global routing	1.489	0.3384
after CTS	1.608	0.3358
after detailed placement	1.637	0.3237
after global placement	1.630	0.3168
after floorplan	2.071	0.3163
Power is estimated from default activity; no workload was simulated.
